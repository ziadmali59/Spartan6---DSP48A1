==> flow/design.v <==
`timescale 1ns / 1ps
module Mux2x1#(parameter width=18)
(
    input [width-1 :0] in1,in2,
    input sel,
    output reg [width-1 :0] out
);
always@(*) begin
case(sel)
	1'b0: out=in1;
	1'b1: out=in2;
	default: out=width-1 'b0; 
endcase
end
endmodule
==> flow/run.sh <==
#!/bin/bash
# OpenROAD 26Q1-2900-gdf79404cd8, Yosys 0.63+post, stock flow scripts
make -C /OpenROAD-flow-scripts/flow DESIGN_CONFIG=/design/flow/config.mk WORK_HOME=/design/flow/orfs finish
==> flow/config.mk <==
export PLATFORM = sky130hd
export DESIGN_NAME = Mux2x1
export DESIGN_NICKNAME = Mux2x1
export VERILOG_FILES = /design/flow/design.v
export SDC_FILE = /design/flow/constraint.sdc
export NUM_CORES = 4
export LEC_CHECK = 1
export CORE_AREA = 10 10 70 70
export DIE_AREA = 0 0 80 80
==> flow/constraint.sdc <==
current_design Mux2x1

set clk_period 1.0
set clk_io_pct 0.2

create_clock -name clk0 -period $clk_period

set non_clock_inputs [all_inputs -no_clocks]
set_input_delay [expr $clk_period * $clk_io_pct] -clock clk0 $non_clock_inputs
set_output_delay [expr $clk_period * $clk_io_pct] -clock clk0 [all_outputs]
==> results.ini <==
[worst_setup_path]
endpoint=out[3]
end_kind=output pin
cp.required_ns=0.80
crit_path_start=sel
path_cells=buf_12, buf_12, buf_6, mux2_4, buf_6
crit_path_top_delay_cell=mux2_4
cp_max_fo=5
critPathLaunchType=primary input
path_class=primary input to output pin
worstPathArrival_ns=0.96
slowest_delay_ns=0.29

[global_route]
grt_pass1_vias=509
gr-usage-all-layers_pct=5.31
grt_overflow_total=0
grt_max_degree=6
grt_pass1_wl_mm=2.76
antenna_found_initial=0

[floorplan]
die_y_um=80
fp.coreArea_um2=3420
die_width_um=80
rows=21
die-area_um2=6400
boundaryPins=55
fp_util_pct=7.95

[cells_and_area]
logic_area_um2=267
fin_util_pct=27.5
design.seq.count=0
syn2layout_area_growth_pct=247
num-fill-cells=370
stdcell_area_um2=941
nClkBuffers=0
sequential_cell_area_um2=0
drive_gt1_share_pct=54.4
stdcell_count=125

[detailed_routing]
wl_per_cell_um=14.0
num_vias=432
dr.first_iter.drc_count=4
avgViaCountPerCell=3.46
postRouteAntennaNets=0
dr.pass1.iters=2
drc=0
n_antenna_cell=0
drt_wl_total_mm=1.76

[hold_path]
min_path_cells=3
min-delay-start=in1[17]
hold_path_class=primary input to output pin

[power]
ir_drop_v=0.000150
power_density_nw_per_um2=384
netSwitchingFraction_pct=22.8
seqPwrFrac_pct=0
power.leakage_nw=0.502
pwr-share-clk_pct=0
p_switching_uw=82.4
finalPower_uw=361
internal_power_uw=279
combPwrFrac_pct=100.0

[yosys]
top_area_cell=mux2_4
yosys_warnings=1
ys_chip_area_um2=272
yosys.cell_count.top_type=mux2_4
yosys.cell_types.count=4
yosysTopAreaCellShare_pct=55.3
ys_seq_share_pct=0
syn_area_per_cell_um2=13.6
ys_cells=20
syn_area_um2=272
top_cells_by_area=mux2_4 55%, mux2_2 33%, buf_12 7.4%
top_cells_by_count=10 x mux2_4, 8 x mux2_2, 1 x buf_12, 1 x buf_6
synthCells=20

[place]
place_area_um2=868
port_buffers=55
dp_hpwl_mm=1.46
dp_slack_ns=-0.875
gp_congestion=0.795
placedCellCount=120

[sta]
hold_violations=0
finalMaxSlewViolations=0
holdWs_ns=0.702
setup_viol=18
finalClockPeriodUsage_pct=116
tightest_slew_ns=0.0588
setup_tns_ns=-1.26
rsz0062_at_grt=true
min_period_ns=1.16
fmax_mhz=864
slew_headroom_pct=96.1
finalWorstSetupSlack_ns=-0.158

[outcome]
violations=setup timing
status=complete, but fails checks

[run]
max_cap_viol_count=0
tool_warnings=34

[cts]
cts_hold_buf=0

## area by class of cell
| cell class | instances | area share [%] |
|---|---|---|
| timing repair buffer | 61 | 65.6 |
| multi-input combinational | 18 | 28.3 |
| tap | 46 | 6.12 |
## cells by family after synthesis
logic type / share of synthesized area [%]
muxes: 88.5
buffers and inverters: 11.5
## repair_timing
| item | in CTS | in global routing |
|---|---|---|
| resized | 114 | 8 |
| setup buffers | 2 | 0 |
| gates cloned | 3 | 0 |
| endpoints found under the setup margin | 18 | 18 |
## metal layers
metal / GRT usage [%] / wire, um / up-vias
met5: 0 / 0 / -
met4: 0 / 0 / 0
met3: 5.57 / 530 / 0
met2: 7.06 / 524 / 55
met1: 6.13 / 701 / 178
li1: - / - / 199
## how the worst min path moves through the flow
stage	endpoint
final	out[17]
after global routing	out[17]
after CTS	out[11]
## power by group through the flow
stage | clock (mW) | combinational, mW | sequential (mW)
4_1_cts | 0 | 0.340 | 0
5_1_grt | 0 | 0.389 | 0
6_report | 0 | 0.361 | 0
## cells in the final DEF (no fill, tap or decap)
cell type / Yosys / layout
buf_16: 0 / 3
dlymetal6s2s_1: 0 / 1
buf_6: 1 / 12
mux2_4: 10 / 17
buf_2: 0 / 8
mux2_2: 8 / 1
buf_12: 1 / 2
dlygate4sd2_1: 0 / 35
## critical path, delay by kind of cell
| kind | cells | cell delay (ns) |
|---|---|---|
| mux | 1 | 0.29 |
| buf+inv | 4 | 0.46 |
No activity file was given, so power comes from the tool's default toggle rates.
